`./config.mk`:
```
export PLATFORM = sky130hd
export DESIGN_NAME = baud_rate_gen
export DESIGN_NICKNAME = baud_rate_gen
export VERILOG_FILES = /design/flow/design.v
export SDC_FILE = /design/flow/constraint.sdc
export NUM_CORES = 4
export LEC_CHECK = 1
export CORE_AREA = 10 10 105 105
export DIE_AREA = 0 0 115 115
```
`./constraint.sdc`:
```
current_design baud_rate_gen

set clk_period 7.3
set clk_io_pct 0.2

create_clock -name clk0 -period $clk_period [get_ports {clk}]

set non_clock_inputs [all_inputs -no_clocks]
set_input_delay [expr $clk_period * $clk_io_pct] -clock clk0 $non_clock_inputs
set_output_delay [expr $clk_period * $clk_io_pct] -clock clk0 [all_outputs]
```
`./design.v`:
```
module baud_rate_gen (
    input clk,                 
    input reset,               
    output reg baud_tick       
);
    parameter CLOCK_FREQ = 50000000;  
    parameter BAUD_RATE = 9600;       
    parameter BAUD_DIV = CLOCK_FREQ / BAUD_RATE;
    reg [31:0] counter;
    always @(posedge clk or posedge reset) begin
        if (reset) begin
            counter <= 0;
            baud_tick <= 0;
        end else if (counter == BAUD_DIV / 2) begin
            baud_tick <= ~baud_tick;
            counter <= 0;
        end else begin
            counter <= counter + 1;
        end
    end
endmodule
```
`./run.sh`:
```
#!/bin/bash
# OpenROAD 26Q1-2900-gdf79404cd8, Yosys 0.63+post, stock flow scripts
make -C /OpenROAD-flow-scripts/flow DESIGN_CONFIG=/design/flow/config.mk WORK_HOME=/design/flow/orfs finish
```
==> results.ini <==
[critical_path]
worstPathMaxFanout=2
critical_path_class=reg2out
cp_num_buf_inv=1
path_cells=clkdlybuf4s50_1
rrSetupSlack_ns=5.57
cp-end-kind=output port
cp_top_family=buffers and inverters
critPathLaunchType=flip-flop
worst_path_max_delay_cell=clkdlybuf4s50_1
cp.required_ns=5.84
max_stage_delay_ns=0.47
worstPathArrival_ns=1.11

[final_timing]
fin_crit_sh_pct=35.3
postLayoutSetupSlackWorst_ns=4.73
clock_skew_ns=0.00560
fmax_mhz=389
rsz0062_at_grt=false
finalSetupViolCount=0
tns_ns=0
report.final.hold_viol_count=0
slew_headroom_pct=59.4
worst_pin_slew_ns=0.607
layout_min_cycle_time_ns=2.57
slew_violations=0

[floorplan]
initCoreUtil_pct=18.4
die-area_um2=13200
rows=34
die_w_um=115
core_area_um2=8760
ios=3
die_h_um=115

[cts]
clk-insertion-delay-late_ns=0.28
cts_tree=built
clk_pin_slew_ns=0.06
postCtsSetupBuffers=0
htreeDepth=2
hold_buffers=0
cts_root_buf=clkbuf_8
clock-sinks=33
cts-resized-gates=0
ctsLongestPathBuffers=2
cts_buffers=5

[grt]
grt_usage_pct=4.65
grt_pass1_vias=1075
grt_max_degree=34
antenna_found_initial=0
overflow=0
globalRoute.busiestLayer=met1
grt_pass1_wl_mm=5.18
gr-usage-met3_pct=1.37
grt_use_met1_pct=7.42
grt_util_met2_pct=6.08

[synth]
ys_seq_share_pct=51.3
ys_cells=146
ys_warn_count=1
synthCells=146
postSynthAreaPerCell_um2=11.0
area_leaders=dfrtp_1, xnor2_1, nand4_1, nor2_1, nand3_1
ys_area_um2=1610
netlist_area_um2=1610
top_area_cell=dfrtp_1
top_cell_area_share_pct=51.3
ys_ff=33
yosysUniqueCellTypes=28

[power]
ir_worst_vdd_mv=0.0558
totalPowerFinal_mw=0.316
power_leakage_nw=0.747
powerDensity_nw_per_um2=172

[layout]
lay_top_count=dfrtp_1
area_growth_pct=14.1
mostFrequentLayoutCells=dfrtp_1, xnor2_1, nand4_1
final_layout_size_suffix_gt1_share_pct=9.68

[drt]
drtPass1Iterations=4
via_count=1063
antenna_left=0
drc=0
antenna_cells=0
dr.first_iter.drc_count=83
wl_per_cell_um=10.8
wirelength_mm=2.85
post_drt_via_cell_ratio=4.04

[placed_design]
gp_congestion=0.817
dp_slack_ns=5.04
io_buffer_count=2
hpwlAfterDp_mm=1.99

[status]
status=complete, no violations

[min_path]
min_path_type=reg2reg

[job]
warnings=26
max_cap_viol_count=0

==> metal layers <==
| metal | share of wire, % | wire length, um |
|---|---|---|
| met5 | 0 | 0 |
| met4 | 1.2 | 33 |
| met3 | 4.0 | 115 |
| met2 | 39 | 1120 |
| met1 | 55 | 1580 |
==> registers in the layout, summed over array words and instances, names as in the netlist <==
| name | count |
|---|---|
| counter | 32 |
| baud_tick | 1 |
==> stage by stage <==
| stage | instance area [um^2] | util (%) | hold slack, ns | cells |
|---|---|---|---|---|
| final | 1840 | 20.9 | 0.477 | 263 |
| after global routing | 1840 | 20.9 | 0.507 | 263 |
| after CTS | 1840 | 20.9 | 0.476 | 263 |
| after detailed placement | 1760 | 20.0 | 0.456 | 255 |
| after global placement | 1760 | 20.0 | 0.457 | 255 |
| after floorplan | 1610 | - | 0.420 | 146 |
==> path summary, 6_finish.rpt <==
check	start	end	cells after the start
min in group asynchronous	reset	counter[24]$_DFF_PP0_	3
max reg2reg	counter[0]$_DFF_PP0_	counter[26]$_DFF_PP0_	5
max	baud_tick$_DFFE_PP0N_	baud_tick	1
max in group asynchronous	reset	counter[6]$_DFF_PP0_	3
min reg2reg	baud_tick$_DFFE_PP0N_	baud_tick$_DFFE_PP0N_	1
min	baud_tick$_DFFE_PP0N_	baud_tick$_DFFE_PP0N_	1
==> area by class of cell <==
type	instances	area (um^2)
fillers	959	6930
flip-flops and latches	33	826
multi-input cells	106	748
well taps	108	135
clock buffers	8	80.1
repair buffers	3	27.5
inverters	5	18.8
==> where the power goes <==
part           switching, mW  total, mW  internal (mW)
Sequential                 0      0.183          0.183
Clock                 0.0612      0.129         0.0676
Combinational        0.00347    0.00433       0.000858
==> logic make-up after synthesis <==
group | Yosys count | synth area share [%]
XOR/XNOR | 31 | 16.9
adder cells (fa/ha/maj) | 2 | 1.55
buffers and inverters | 7 | 2.18
flip-flops | 33 | 51.3
AND/OR/NAND/NOR | 73 | 28.1
==> synthesized netlist by cell type, drive strengths merged <==
cell	instances
nor2b	1
buf	2
nand3	8
and2	3
dfrtp	33
and4b	1
and3	5
nor4b	3
or2	1
nand4	18
nand2	8
inv	5
xnor2	27
nor4	7
and4	2
nor3	2
nor2	13
xor2	4
ha	2
nor3b	1
No activity file was given, so power comes from the tool's default toggle rates.
