`flow/run.sh`:
```
#!/bin/bash
# OpenROAD 26Q1-2900-gdf79404cd8, Yosys 0.63+post, stock flow scripts
make -C /OpenROAD-flow-scripts/flow DESIGN_CONFIG=/design/flow/config.mk WORK_HOME=/design/flow/orfs finish
```
`flow/config.mk`:
```
export PLATFORM = sky130hd
export DESIGN_NAME = uart_tx
export DESIGN_NICKNAME = uart_tx
export VERILOG_FILES = /design/flow/design.v
export SDC_FILE = /design/flow/constraint.sdc
export NUM_CORES = 4
export LEC_CHECK = 1
export CORE_AREA = 10 10 74 74
export DIE_AREA = 0 0 84 84
```
`flow/constraint.sdc`:
```
current_design uart_tx

set clk_period 3.3
set clk_io_pct 0.2

create_clock -name clk0 -period $clk_period [get_ports {clk}]

set non_clock_inputs [all_inputs -no_clocks]
set_input_delay [expr $clk_period * $clk_io_pct] -clock clk0 $non_clock_inputs
set_output_delay [expr $clk_period * $clk_io_pct] -clock clk0 [all_outputs]
```
`flow/design.v`:
```
module uart_tx (
    input clk,               
    input reset,             
    input [7:0] data_in,     
    input tx_start,          
    output reg tx,           
    output reg tx_done       
);
    parameter IDLE = 0, START = 1, DATA = 2, STOP = 3;
    reg [1:0] state;
    reg [2:0] bit_index;
    reg [7:0] shift_reg;
    always @(posedge clk or posedge reset) begin
        if (reset) begin
            state <= IDLE;
            tx <= 1;   
            tx_done <= 0;
        end else begin
            case (state)
                IDLE: begin
                    tx_done <= 0;
                    if (tx_start) begin
                        shift_reg <= data_in;
                        state <= START;
                    end
                end
                START: begin
                    tx <= 0;   
                    state <= DATA;
                    bit_index <= 0;
                end
                DATA: begin
                    tx <= shift_reg[bit_index];
                    bit_index <= bit_index + 1;
                    if (bit_index == 7) state <= STOP;
                end
                STOP: begin
                    tx <= 1;   
                    state <= IDLE;
                    tx_done <= 1;
                end
            endcase
        end
    end
endmodule
```
==> impl_metrics.yaml <==
# synthesis and place-and-route metrics
outcome:
  outcome: "finished, final reports clean"
final_layout:
  n_fill_cell: 428
  area_growth_pct: 35.5
  lay_top_cells: "clkdlybuf4s50_1 (12), edfxtp_1 (11), inv_1 (4), dfrtp_1 (4)"
  layout-drive-gt1-share_pct: 18.3
  mostFrequentLayoutCell: "clkdlybuf4s50_1"
  largest_register_ffs: 8
  fin_area_um2: 902
route:
  drc: 0
  vias: 372
  drtIter0Drc: 15
  post_drt_wl_per_cell_um: 10.0
  vias_per_cell: 3.38
  antenna_left: 0
  routed_wl_um: 1100
  diodes: 0
  dr.pass1.iters: 4
sta:
  tightest_slew_ps: 259
  period_minus_slack_ps: 1910
  skew_ps: 6.12
  period_used_pct: 57.8
  setup_tns_ps: 0
  max_clock_freq_ghz: 0.525
  rsz0062_at_grt: "false"
  slew_violations: 0
  hold_violations: 0
  setup_viol: 0
  relSlewSlack_pct: 82.7
critical_path:
  cp_num_buf_inv: 1
  cp-end-kind: "output port"
  worstRegToRegCells: 3
  crit_slowest_cell: "dfstp_2"
  required_ps: 2640
  worstSetupStartpointType: "flip-flop"
  crit_path_max_fanout: 2
  crit_family: "flip-flops"
  max_stage_delay_ps: 530
  critPathKind: "reg2out"
  ff2ff_setup_slack_ps: 1940
  worstPathCellList: "clkdlybuf4s50_1"
  cp.depth: 1
  critPathArrivalTime_ps: 1250
clocking:
  htree_levels: 1
  cts_root_buf: "clkbuf_8"
  cts_buffer_depth: 2
  cts_hold_buf: 0
  cts_resized: 0
  postCtsSetupBuffers: 0
  worstSkewPairLatency_ps: 240
  clkSinkCount: 17
  cts_tree: "built"
  cts_made_buffers: 3
  cts.reportedPaths.clkPinSlew_ps: 60
grt:
  grt_max_degree: 11
  overflow: 0
  grt_pass1_wl_um: 1870
  grt_use_total_pct: 3.10
  grt_pass1_vias: 401
  antenna_found_initial: 0
power:
  p_clk_share_pct: 26.9
  p_sw_uw: 125
  sequentialPowerShare_pct: 54.3
  combPwrFrac_pct: 18.8
  intPower_uw: 421
  sw_frac_of_total_pct: 22.9
  peakVddDrop_uv: 280
  powerDensity_nw_per_um2: 606
  total_leakage_power_nw: 0.353
flow_run:
  maxCapViolations: 0
  tool_warnings: 25
floorplan:
  initial_utilization_pct: 16.8
  fp.dieW_um: 84
  pin_count: 13
  core.rowCount: 23
  core_um2: 3970
  die_h_um: 84
  die_area_um2: 7060
synthesis:
  synth_cell_type_count: 18
  postSynthAreaPerCell_um2: 15.5
  ys_cells: 43
  postSynthCellCount: 43
  synth_top_area_share_pct: 49.6
  ys_seq_share_pct: 72.6
  ys_area_um2: 666
  syn_area_um2: 666
  synth_top_cell_by_area: "edfxtp_1"
  ys_warn_count: 1
  ys.flops: 17
  area_leaders: "edfxtp_1 (50%), dfrtp_1 (15%), dfstp_2 (7.9%)"
placement:
  dpl_cell_area_um2: 856
  place_congestion: 0.729
  post-dp-hpwl_um: 907
  port_buffers: 12
hold_path:
  hp-class: "reg2reg"
  hold_depth: 1
routing by layer:
layer	up-vias	part of all wire (%)	wire [um]	track usage [%]
met2	9	47	517	4.60
met5	-	0	0	0
met3	0	7.6	84	1.57
met4	0	0	0	0.609
met1	178	45	497	3.98
li1	185	-	-	-
synth_stat cells (all sizes together):
| master | n |
|---|---|
| inv | 4 |
| ha | 2 |
| o21ai | 2 |
| and2b | 1 |
| o22ai | 1 |
| dfrtp | 4 |
| edfxtp | 11 |
| nand2 | 1 |
| nor2 | 3 |
| dfstp | 2 |
| mux4 | 1 |
| a21o | 3 |
| a21oi | 1 |
| and2 | 3 |
| nand2b | 1 |
| mux2 | 2 |
| nor3 | 1 |
final cells by class:
class	instances	area (um^2)	share of cell area, %
clock inverters	1	5.00	0.555
flip-flops and latches	17	483	53.5
inverters	4	15.0	1.66
clock buffers	3	41.3	4.58
multi-input cells	22	168	18.6
repair buffers	13	128	14.1
well taps	50	62.6	6.93
through the flow:
step | worst slack (ps) | power, mW | instances | hold WS (ps) | utilization [%]
after floorplan | 1580 | 0.350 | 43 | 429 | -
after global placement | 1470 | 0.404 | 106 | 441 | 21.6
after detailed placement | 1460 | 0.407 | 106 | 454 | 21.6
after CTS | 1370 | 0.554 | 110 | 477 | 22.7
after global routing | 1350 | 0.580 | 110 | 503 | 22.7
final | 1390 | 0.547 | 110 | 474 | 22.7
cells by family (layout without fill, tap and decap cells):
family | count (synthesis) | count (layout) | synth area share, %
simple gates | 10 | 10 | 8.08
fa+ha+maj | 2 | 2 | 3.76
flops | 17 | 17 | 72.6
mux | 3 | 3 | 6.77
compound gates | 7 | 7 | 6.58
buf+inv | 4 | 21 | 2.25
power by group through the flow:
stage | sequential [mW] | clock [mW] | combinational (mW)
CTS | 0.298 | 0.151 | 0.106
global route | 0.304 | 0.160 | 0.116
finish | 0.297 | 0.147 | 0.103
worst paths after layout:
path                         startpoint      endpoint
max                                  tx            tx
min                            state[2]      state[1]
max reg2reg                bit_index[0]  bit_index[2]
min reg2reg                    state[2]      state[1]
max in group asynchronous         reset            tx
min in group asynchronous         reset       tx_done
Power and IR drop assume default switching activity.
