<file path="design/flow/config.mk">
export PLATFORM = sky130hd
export DESIGN_NAME = uart_rx
export DESIGN_NICKNAME = uart_rx
export VERILOG_FILES = /design/flow/design.v
export SDC_FILE = /design/flow/constraint.sdc
export NUM_CORES = 4
export LEC_CHECK = 1
export CORE_AREA = 10 10 95 95
export DIE_AREA = 0 0 105 105
</file>
<file path="design/flow/constraint.sdc">
current_design uart_rx

set clk_period 3.5
set clk_io_pct 0.2

create_clock -name clk0 -period $clk_period [get_ports {clk}]

set non_clock_inputs [all_inputs -no_clocks]
set_input_delay [expr $clk_period * $clk_io_pct] -clock clk0 $non_clock_inputs
set_output_delay [expr $clk_period * $clk_io_pct] -clock clk0 [all_outputs]
</file>
<file path="design/flow/design.v">
module uart_rx (
    input clk,               
    input reset,             
    input rx,                
    output reg [7:0] data_out,  
    output reg rx_done       
);
    parameter IDLE = 0, START = 1, DATA = 2, STOP = 3;
    reg [1:0] state;
    reg [2:0] bit_index;
    reg [7:0] shift_reg;
    always @(posedge clk or posedge reset) begin
        if (reset) begin
            state <= IDLE;
            rx_done <= 0;
        end else begin
            case (state)
                IDLE: begin
                    rx_done <= 0;
                    if (!rx) state <= START;   
                end
                START: begin
                    state <= DATA;
                    bit_index <= 0;
                end
                DATA: begin
                    shift_reg[bit_index] <= rx;
                    bit_index <= bit_index + 1;
                    if (bit_index == 7) state <= STOP;
                end
                STOP: begin
                    data_out <= shift_reg;
                    rx_done <= 1;
                    state <= IDLE;
                end
            endcase
        end
    end
endmodule
</file>
<file path="design/flow/run.sh">
#!/bin/bash
# OpenROAD 26Q1-2900-gdf79404cd8, Yosys 0.63+post, stock flow scripts
make -C /OpenROAD-flow-scripts/flow DESIGN_CONFIG=/design/flow/config.mk WORK_HOME=/design/flow/orfs finish
</file>
==> flow_summary_export.csv <==
group,metric,value,unit
critical_path,required,3.51,ns
timing,relSlewSlack,0.506,
synthesis,netlist_top_cells_area,"edfxtp_1 56%, dfrtp_1 9.8%, ha_1 6.2%",
placement,hpwl,1.19,mm
global_route,grt_usage,0.0300,
die,core_area,6910,µm²
clock_tree,cts_tree,"yes",
run,maxCapViolations,0,
synthesis,post-synth-top-count-cell,"edfxtp_1",
finish,nFillCells,755,
route,wl_met3,141,µm
route,vias_per_cell,3.06,
route,drc,0,
status,status,"completed",
synthesis,async_reset_ff_frac,0.208,
synthesis,top_area_cell,"edfxtp_1",
synthesis,netlist_top_cells_count,"19 x edfxtp_1, 7 x nand2_1, 5 x ha_1, 5 x inv_1, 5 x nor2_1",
clock_tree,cts_buffers,3,
timing,worst_pin_slew,0.740,ns
critical_path,critPathArrivalTime,2.00,ns
finish,drive_gt1_frac,0.0814,
clock_tree,cts_resized,0,
critical_path,crit_fanout,9,
clock_tree,clock_latency,0.26,ns
route,drt_first_pass_iters,4,
synthesis,synthCells,70,
timing,setup_violations,0,
timing,drv_slew,0,
global_route,grt_pass1_vias,590,
route,highest_layer,"met3",
route,wirelength,1.57,mm
timing,hold_viol,0,
synthesis,ys_types,20,
placement,gp_congestion,0.780,
synthesis,ys_cells,70,
die,io-pin-count,12,
finish,final_cells,182,
route,ant_nets,0,
power,powerDensity,554,nW/µm²
timing,finalCritPeriodShare,0.567,
synthesis,ys_ff,24,
route,drt_iter0_drc,12,
run,warning_count,28,
clock_tree,clock-sinks,24,
global_route,grt_pass1_wl,2.89,mm
clock_tree,cts.htree.levels,1,
critical_path,end_kind,"flip-flop",
synthesis,ys_seq_frac,0.685,
timing,rsz0062_at_grt,"false",
synthesis,ff_type,"edfxtp_1",
synthesis,edf_count,19,
synthesis,synthesis.area,1020,µm²
placement,dp_cells,178,
route,wl_met1,711,µm
synthesis,yosys-stat-area,1020,µm²
die,die-area,11000,µm²
clock_tree,cts-root-buf,"clkbuf_8",
global_route,grt_max_degree,14,
timing,finalCriticalPeriod,1.99,ns
clock_tree,path_clk_slew,0.08,ns
route,wl_per_cell,8.60,µm
hold_path,hold_class,"flip-flop to flip-flop",
clock_tree,cts_buffer_depth,2,
global_route,overflow,0,
timing,max_freq,504,MHz
power,vdd_drop_max,0.131,mV
clock_tree,cts_hold_buf,0,
route,diodes,0,
die,initCoreUtil,0.147,
critical_path,startpoint_type,"flip-flop",
route,route.met2.wl,713,µm
finish,syn2layout_area_growth,27.8,%
placement,portBuffers,11,
synthesis,yosysWarnings,1,
clock_tree,cts_setup_buffers,0,
die,die_w,105,µm
power,p_leak,0.472,nW
critical_path,crit_type,"flip-flop to flip-flop",
global_route,grt_antenna_before_repair,0,
die,num_rows,30,
route,dr_total_vias,557,
die,die_h,105,µm
synthesis,syn_avg_cell_area,14.5,µm²
timing,clock_skew,0.00124,ns
timing,tns,0,ns
synthesis,yosys.area.top_type_share,0.561,
critical path, stage by stage, from the launching register on:
cell      delay [ns]
edfxtp_1        0.53
inv_1           0.11
ha_1            0.26
xor2_2          0.21
nor4_1          0.29
mux2_1          0.35
power by group:
part | internal (mW) | total, mW | switching [mW]
Combinational | 0.0760 | 0.148 | 0.0722
Clock | 0.0782 | 0.157 | 0.0786
Sequential | 0.381 | 0.416 | 0.0352
final timing paths:
path / start / end / slack (ns) / cells past startpoint
hold reg to reg: shift_reg[4]$_DFFE_PP_ / data_out[4]$_DFFE_PP_ / 0.45 / 0
min in group asynchronous: reset / state[1]$_DFF_PP0_ / 0.71 / 2
setup / recovery: bit_index[0]$_SDFFCE_PN0P_ / shift_reg[4]$_DFFE_PP_ / 1.51 / 5
max in group asynchronous: reset / state[0]$_DFF_PP1_ / 2.55 / 2
setup reg to reg: bit_index[0]$_SDFFCE_PN0P_ / shift_reg[4]$_DFFE_PP_ / 1.51 / 5
hold / removal: shift_reg[4]$_DFFE_PP_ / data_out[4]$_DFFE_PP_ / 0.45 / 0
per-stage QoR:
step / total power, mW / hold slack (ns) / setup WS, ns / cell area (µm²) / utilization
after floorplan: 0.520 / 0.419 / 1.58 / 1020 / -
after global placement: 0.570 / 0.435 / 1.33 / 1250 / 0.182
after detailed placement: 0.573 / 0.441 / 1.32 / 1250 / 0.182
after CTS: 0.731 / 0.457 / 1.51 / 1300 / 0.188
after global routing: 0.776 / 0.475 / 1.43 / 1300 / 0.188
final: 0.721 / 0.452 / 1.51 / 1300 / 0.188
layout make-up:
| cell class | instances | area, µm² | area share |
|---|---|---|---|
| clock buffer | 3 | 41.3 | 0.0318 |
| timing repair buffer | 12 | 118 | 0.0905 |
| multi-input combinational | 41 | 302 | 0.232 |
| inverter | 5 | 18.8 | 0.0144 |
| sequential | 24 | 697 | 0.536 |
| clock inverter | 1 | 3.75 | 0.00289 |
| tap | 96 | 120 | 0.0924 |
cells by family after synthesis:
group,after synthesis,share of synthesized area
mux,2,0.0221
flops,24,0.685
simple gates,23,0.114
buf+inv,5,0.0185
xor+xnor,2,0.0246
fa+ha+maj,5,0.0615
compound gates,9,0.0738
metal layers:
metal  global-route usage  up-vias
li1                     -      283
met1               0.0358      261
met2               0.0485       13
met3               0.0155        0
met4              0.00392        0
met5                    0        -
cells in the final DEF, fill, tap and decap left out, types with 2 or more instances in the layout:
master	n
dfrtp_1	4
nor2b_1	2
nor4_1	2
clkdlybuf4s50_1	11
mux2_1	2
o2bb2ai_1	4
ha_1	5
nor2_1	5
a21o_1	3
and2_1	3
edfxtp_1	19
nand2_1	7
inv_1	5
a22o_1	2
clkbuf_8	3
Power and IR drop assume default switching activity.
